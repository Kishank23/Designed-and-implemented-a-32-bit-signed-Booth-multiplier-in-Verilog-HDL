### ./config.mk
export PLATFORM = sky130hd
export DESIGN_NAME = booth
export DESIGN_NICKNAME = booth
export VERILOG_FILES = /design/flow/design.v
export SDC_FILE = /design/flow/constraint.sdc
export NUM_CORES = 4
export LEC_CHECK = 1
export CORE_UTILIZATION = 40
### ./constraint.sdc
current_design booth

set clk_period 7.4
set clk_io_pct 0.2

create_clock -name clk0 -period $clk_period [get_ports {clk}]

set non_clock_inputs [all_inputs -no_clocks]
set_input_delay [expr $clk_period * $clk_io_pct] -clock clk0 $non_clock_inputs
set_output_delay [expr $clk_period * $clk_io_pct] -clock clk0 [all_outputs]
### ./design.v
`timescale 1ns / 1ps
module booth(ldA, ldQ, ldM, clrA, clrQ, clrff, sftA, sftQ, addsub, decr, ldcnt, data_in,
    clk, qm1, eqz
    );
    input ldA, ldQ, ldM, clrA, clrQ, clrff, sftA, sftQ, addsub, clk;
    input [15:0] data_in;
    input decr, ldcnt;
    output qm1, eqz;
    wire [15:0] a, m, q, z;
    wire [4:0] count;
    assign eqz = ~|count;
    shiftreg AR (a, z, a[15], clk, ldA, clrA, sftA);
    shiftreg QR (q, data_in, a[0], clk, ldQ, clrQ, sftQ);
    dff QM1 (q[0], qm1, clk, clrff);
    PIPO MR (m, data_in, clk, ldM);
    ALU AS (z, a, m, addsub);
    counter CN (count, decr, ldcnt, clk);
endmodule
module shiftreg (data_out, data_in, s_in, clk, ld, clr, sft);
    input s_in, clk, ld, clr, sft;
    input [15:0] data_in;
    output reg [15:0] data_out;
    always @(posedge clk)
    begin
        if (clr) data_out <= 0;
        else if (ld) data_out <= data_in;
        else if (sft) data_out <= {s_in,data_out[15:1]};
    end
endmodule
module PIPO (data_out, data_in, clk, load);
    input [15:0] data_in;
    input load, clk;
    output reg [15:0] data_out;
    always @(posedge clk)
        if (load) data_out <= data_in;
endmodule 
module dff (d, q, clk, clr);
    input d, clk, clr;
    output reg q;
    always @(posedge clk)
        if (clr) q <= 0;
        else q <= d;
endmodule
module ALU (out, in1, in2, addsub);
    input [15:0] in1, in2;
    input addsub;
    output reg [15:0] out;
    always @(*)
        begin
        if (addsub == 0) out = in1 - in2;
        else out = in1 + in2;
        end
endmodule
module counter (data_out, decr, ldcnt, clk);
    input decr, clk;
    input ldcnt;
    output reg [4:0] data_out;
    always @(posedge clk)
        begin
        if (ldcnt) data_out <= 5'b10000;
        else if (decr) data_out <= data_out - 1;
        end
endmodule
module controller (ldA, clrA, sftA, ldQ, clrQ, sftQ, ldM, clrff, addsub, start,
                    decr, ldcnt, done, clk, q0, qm1,eqz);
    input clk, q0, qm1, start;
    output reg ldA, clrA, sftA, ldQ, clrQ, sftQ, ldM, clrff, addsub, decr, ldcnt, done, eqz;
    reg [2:0] state;
    parameter S0 = 3'b000,S1 = 3'b001,S2 = 3'b010,S3 = 3'b011,S4 = 3'b100,S5 = 3'b101,S6 = 3'b11;
    always @ (posedge clk)
        begin 
        case (state)
        S0 : if (start) state <= S1;
        S1 : state <= S2;
        S2 : #2 if ({q0,qm1} == 2'b01) state <= S3;
             else if ({q0,qm1} == 2'b10) state <= S4;
             else state <= S5;
        S3 : state <= S5;
        S4 : state <= S5;
        S5 : #2 if (({q0,qm1} == 2'b01) && !eqz) state <= S3;
             else if (({q0,qm1} == 2'b10) && !eqz) state <= S4;
             else if (eqz) state <= S6;
        S6 : state <= S6;
        default : state <= S0;
        endcase
        end
     always @ (posedge clk)
        begin 
        case (state)
        S0 : begin clrA = 0; ldA = 0; sftA = 0; clrQ = 0; ldQ = 0; 
                   sftQ = 0; ldM = 0; clrff = 0; done = 0; end
        S1 : begin clrA = 1; clrff = 1; ldcnt = 1; ldM = 1; end
        S2 : begin clrA = 0; clrff = 0; ldcnt = 0; ldM = 0; ldQ = 1; end
        S3 : begin ldA = 1; addsub = 1; ldQ = 0; sftA = 0; sftQ = 0; decr = 0; end
        S4 : begin ldA = 1; addsub = 0; ldQ = 0; sftA = 0; sftQ = 0; decr = 0; end
        S5 : begin sftA = 1; sftQ = 1; ldA = 0; ldQ = 0; decr = 1; end
        S6 : begin done = 1; end
        default : begin clrA =0; sftA = 0; ldQ = 0; sftQ = 0; end
        endcase
        end
endmodule
### ./run.sh
#!/bin/bash
# OpenROAD 26Q1-2900-gdf79404cd8, Yosys 0.63+post, stock flow scripts
make -C /OpenROAD-flow-scripts/flow DESIGN_CONFIG=/design/flow/config.mk WORK_HOME=/design/flow/orfs finish
==> results.txt <==
Results of the run.

The global placement routability congestion is 0.860. By startpoint and endpoint, the worst setup path is classified as in -> reg. The final timing summary puts the cycle share of the worst path at 0.564. The final-layout setup total negative slack is 0 ps. As logged by OpenROAD, the buffers inserted on ports number 29.

The share of synthesized area occupied by flip-flops and latches is 0.384. Using the TritonRoute via totals, the vias-per-cell ratio works out to 5.15. In this run the power density over the cells is 221 mW/mm². The cell class contributing the biggest share of worst-path delay is AND-OR/OR-AND gates. The number of iterations in the first detailed-routing pass is 4. In this run the count of I/O pins placed on the die edge is 30.

The reg2reg setup slack is 4290 ps. The gate-level netlist out of Yosys references 48 unique cell types. Per the post-run analysis, buffers plus inverters along the critical path come to 1. The script parses the final routing iteration and logs DRC violations as 0.

The sequential share of power is 0.448. The clock period minus worst slack is 4170 ps. The post-synthesis instance area is 0.00323 mm². Dividing the detail-routed wire length by the instance count gives 12.5 µm. 0 antenna diodes ended up in the layout. The core region is 0.00777 mm². The type of the most critical hold path is reg -> reg. The run finished with clean final reports.

The tree is rooted in a sky130_fd_sc_hd__clkbuf_8. The analysis attributes to net switching a power of 0.000257 W. The clock network latency to the later pin of the worst-skew pair is 310 ps. The worst relative slew slack is 0.542. The arrival time at the worst endpoint is 4360 ps. TritonCTS reports the number of clock sinks as 54.

From synthesis to final layout, the design area changed by 14.9%. The vertical die dimension is 91.8 µm. The number of rows in the core area is 32. The leakage power is 1.51 nW. The via count of the first global-routing pass came to 2249.

The synthesized netlist handed to floorplanning was reported with a cell count of 350. The nature of the critical path startpoint is an input port. The average instance in the mapped netlist occupies 9.22 µm². The wire length recorded after detailed routing is 5.95 mm. The quantity of hold-fixing buffers added after cts is 0. The buffer depth of the longest clock path is 2. After floorplanning, the die was sized to cover 0.00843 mm². The script computed the net switching share of total power as 0.314. For reference, the critical path cell chain is clkdlybuf4s50_1 -> mux2_2 -> fa_1 -> a21oi_1 -> o211ai_1 -> a21o_1 -> a21oi_1 -> nor2_1 -> a2111oi_0. The post-cts sizing count is 0. After synthesis, the chip area reported by Yosys is 0.00323 mm².

The fraction of registers with async set/reset is 0. The number of max-slew violations in the final report is 0. Setup slack closes at 3230 ps. The iteration-0 DRC count of the detailed router is 60. Setup repair after global routing left no endpoint under its margin. At the worst endpoint, the required time is 7590 ps. The setup slack at placement is 2920 ps. The yosys stat cell total is 350. The relative contribution of combinational cells to total power is 0.305. On the worst setup and hold paths after CTS, the clock-pin slew comes to 100 ps. The count of final hold-check violations is 0. The transition time at the pin with the least slew margin is 685 ps. The biggest fanout along the worst timing path is 16. In this run, CTS created clock tree buffers numbering 5. The first global-routing pass estimated 10.2 mm of wire. The internal power consumption is 0.000562 W. The largest net degree at the start of global routing is 33. Across all hold checks on the routed design, the worst slack comes to 473 ps. The post-synthesis register bit count is 54. The power report attributes to the clock group a share of 0.247. The number of placed instances, taps included, is 468.

The post-synth count of flops with an enable pin is 16. The number of H-tree levels is 2. Detailed placement ended at an HPWL of 4.46 mm.

Derived from the worst setup path, the maximum achievable clock frequency is 0.240 GHz. The share of layout cells above drive strength 1 is 0.0508. The slowest stage of the critical path belongs to the cell sky130_fd_sc_hd__clkdlybuf4s50_1.

For this run, the total global-route usage over all layers was measured as 0.154. The number of antenna violations at the first check in global routing was 0. The worst clock skew on the final layout is 7.71 ps. Across all stage logs, warnings added up to 29. The worst ir drop on vdd is 0.0000918 V. The remaining global-route overflow is 0. The via total after detailed routing is 2453. The cell that appears most often on the critical path is sky130_fd_sc_hd__a21oi_1. The x dimension of the die is 91.8 µm. The overall power after layout is 0.000819 W. From the final report, the count of setup violators was given as 0. The critical path's largest stage delay is 800 ps. TritonCTS built the clock tree. The post-detailed-route count of antenna-violating nets is 0. The final report lists a non-filler cell total of 476. The endpoint type of the worst setup path is a flip-flop.

The floorplan utilization is 0.416. The post-CTS setup buffer count is 0. The number of warnings printed during yosys synthesis is 5.

Among all flip-flop cells after synthesis, the most frequent one is sky130_fd_sc_hd__dfxtp_1. The number of maximum-capacitance violations recorded for the run is 0.
[synthesized netlist by cell type (4+ instances only)]
cell type	count	area (µm²)
sky130_fd_sc_hd__a211oi_1	17	128
sky130_fd_sc_hd__ha_1	21	263
sky130_fd_sc_hd__dfxtp_1	38	761
sky130_fd_sc_hd__clkbuf_1	12	45.0
sky130_fd_sc_hd__xor2_1	14	123
sky130_fd_sc_hd__nor2_1	54	203
sky130_fd_sc_hd__nor2b_1	9	56.3
sky130_fd_sc_hd__nand3_1	4	20.0
sky130_fd_sc_hd__inv_1	9	33.8
sky130_fd_sc_hd__nor3_1	7	35.0
sky130_fd_sc_hd__o21ai_0	5	25.0
sky130_fd_sc_hd__nand2_1	11	41.3
sky130_fd_sc_hd__mux2i_1	25	250
sky130_fd_sc_hd__a21o_1	6	45.0
sky130_fd_sc_hd__edfxtp_1	16	480
sky130_fd_sc_hd__xnor2_1	14	123
sky130_fd_sc_hd__a21oi_1	41	205
[cells by family after synthesis]
kind of cell,after synthesis,share of synthesized area
AND-OR/OR-AND,87,0.168
XOR/XNOR,28,0.0760
adder cells (fa/ha/maj),22,0.0876
buffers and inverters,27,0.0360
flip-flops,54,0.384
multiplexers,27,0.0857
AND/OR/NAND/NOR,105,0.162
[routing by layer]
| metal | up-vias | global-route usage | wire, µm |
|---|---|---|---|
| li1 | 1298 | - | - |
| met1 | 1100 | 0.243 | 3030 |
| met2 | 45 | 0.231 | 2550 |
| met3 | 10 | 0.0312 | 260 |
| met4 | 0 | 0.0234 | 107 |
| met5 | - | 0 | 0 |
[flip-flops by register name, summed over array words and instances (netlist names)]
signal	cells
QR.data_out	16
QM1.q	1
MR.data_out	16
CN.data_out	5
AR.data_out	16
[path summary, 6_finish.rpt]
check                 start         endpoint  depth (start not counted)
max                  addsub   AR.data_out[8]                          9
min          QR.data_out[0]            QM1.q                          1
max reg2reg  MR.data_out[8]  AR.data_out[15]                         11
min reg2reg  QR.data_out[0]            QM1.q                          1
[final cells by class]
cell class	count	area, µm²
tap	102	128
inverter	10	37.5
clock buffer	6	72.6
fill	752	4060
multi-input combinational	269	1870
clock inverter	2	38.8
sequential	54	1240
timing repair buffer	33	320
[cells in the final DEF, fill, tap and decap left out, types with 14 or more instances in the layout]
| cell type | netlist | final |
|---|---|---|
| sky130_fd_sc_hd__a211oi_1 | 17 | 17 |
| sky130_fd_sc_hd__a21oi_1 | 41 | 41 |
| sky130_fd_sc_hd__clkdlybuf4s50_1 | 0 | 29 |
| sky130_fd_sc_hd__dfxtp_1 | 38 | 38 |
| sky130_fd_sc_hd__edfxtp_1 | 16 | 16 |
| sky130_fd_sc_hd__ha_1 | 21 | 21 |
| sky130_fd_sc_hd__mux2i_1 | 25 | 25 |
| sky130_fd_sc_hd__nor2_1 | 54 | 54 |
| sky130_fd_sc_hd__xnor2_1 | 14 | 14 |
| sky130_fd_sc_hd__xor2_1 | 14 | 14 |
[through the flow]
stage,cell area [µm²],utilization
floorplan,3230,-
global placement,3600,0.463
detailed placement,3600,0.463
CTS,3710,0.477
global route,3710,0.477
finish,3710,0.477
[power groups by stage]
stage	combinational, W	sequential [W]	clock [W]
global route	0.000282	0.000372	0.000222
CTS	0.000251	0.000367	0.000209
finish	0.000250	0.000367	0.000202
Power figures rest on the tool's default switching activity, not on a simulated workload.
